### run.sh
#!/bin/bash
# OpenROAD 26Q1-2900-gdf79404cd8, Yosys 0.63+post, stock flow scripts
make -C /OpenROAD-flow-scripts/flow DESIGN_CONFIG=/design/flow/config.mk WORK_HOME=/design/flow/orfs finish
### constraint.sdc
current_design icache

set clk_period 40.7
set clk_io_pct 0.2

create_clock -name clk0 -period $clk_period [get_ports {clock}]

set non_clock_inputs [all_inputs -no_clocks]
set_input_delay [expr $clk_period * $clk_io_pct] -clock clk0 $non_clock_inputs
set_output_delay [expr $clk_period * $clk_io_pct] -clock clk0 [all_outputs]
### design.v
`timescale 1ns/100ps
typedef logic [31:0] ADDR;
typedef enum logic [2:0] {
    BYTE   = 3'h0,
    HALF   = 3'h1,
    WORD   = 3'h2,
    DOUBLE = 3'h3,
    QUAD   = 3'h4
} MEM_SIZE;
typedef enum logic [1:0] {
    MEM_NONE   = 2'h0,
    MEM_LOAD   = 2'h1,
    MEM_STORE  = 2'h2
} MEM_COMMAND;
typedef union packed {
    logic [16   -1:0]  [7:0] byte_level;
    logic [16/ 2-1:0] [15:0] half_level;
    logic [16/ 4-1:0] [31:0] word_level;
    logic [16/ 8-1:0] [63:0] dbbl_level;
    logic [16/16-1:0][127:0] quad_level;
} MEM_BLOCK;
typedef logic [3:0] MEM_TAG;
module icache (
    input clock,
    input reset,
    input ADDR      mem2Icache_addr,
    input MEM_BLOCK mem2Icache_data,
    input           mem2Icache_valid,
    input ADDR proc2Icache_addr,
    input      proc2Icache_fetch,
    output ADDR     Icache2mem_addr,
    output          Icache2mem_fetch,
    output MEM_SIZE Icache2mem_size,
    output MEM_BLOCK Icache2proc_data,  
    output           Icache2proc_valid
);
    logic valid;
    logic pending;   
    logic [$bits(ADDR)-1:4] tag;
    MEM_BLOCK data;
    logic hit, insert;
    logic [$bits(ADDR)-1:4] proc2Icache_tag;
    logic [$bits(ADDR)-1:4] mem2Icache_tag;
    assign proc2Icache_tag = proc2Icache_addr[$bits(ADDR)-1:4];
    assign mem2Icache_tag  =  mem2Icache_addr[$bits(ADDR)-1:4];
    assign hit = valid && tag == proc2Icache_tag && proc2Icache_fetch;
    assign insert = pending && mem2Icache_valid && tag == mem2Icache_tag;
    assign Icache2proc_valid = hit || insert;
    assign Icache2proc_data  = hit ? {96'b0, data.word_level[proc2Icache_addr[4-1:2]]}
         : {96'b0, mem2Icache_data.word_level[proc2Icache_addr[4-1:2]]};  
    assign Icache2mem_fetch  = proc2Icache_fetch && !hit && !pending;
    assign Icache2mem_addr   = {proc2Icache_addr[31:4], 4'h0};
    assign Icache2mem_size   = QUAD;  
    always_ff @(posedge clock) begin
        if (reset) begin
            valid   <= 1'b0;
            pending <= 1'b0;
            tag     <= 'hDEADBEEF;
            data    <= 'hDEADDEADDEADBEEF;
        end else begin
            if (insert) begin
                valid   <= 1'b1;
                data    <= mem2Icache_data;
                pending <= 1'b0;
            end else if (Icache2mem_fetch) begin
                valid   <= 1'b0;
                pending <= 1'b1;
                tag     <= proc2Icache_tag;
            end
        end
    end
endmodule  
### config.mk
export PLATFORM = sky130hd
export DESIGN_NAME = icache
export DESIGN_NICKNAME = icache
export VERILOG_FILES = /design/flow/design.v
export SDC_FILE = /design/flow/constraint.sdc
export NUM_CORES = 4
export LEC_CHECK = 1
export CORE_UTILIZATION = 40
export SYNTH_HDL_FRONTEND = slang
==> results.yml <==
# physical design summary
logic_synthesis:
  yosysTopAreaCellShare_pct: 31.6
  syn_avg_cell_area_sq_um: 8.79
  top_cells_by_count: "185 x mux2i_1, 158 x dfxtp_1, 132 x buf_4, 117 x nor2_1, 112 x nor2b_1"
  async_flop_share_pct: 0
  synthMostInstantiatedCell: "mux2i_1"
  synthFlopType: "dfxtp_1"
  ys_area_sq_um: 10000
  netlist_area_sq_um: 10000
  edf_count: 0
  ys_seq_share_pct: 31.6
  yosysUniqueCellTypes: 36
  yosys.area.top_type: "dfxtp_1"
  synth_flops: 158
  syn-instance-count: 1140
  ys_cells: 1140
  synth.area.top_cells: "dfxtp_1 32%, mux2i_1 18%, buf_4 9.9%, nor2b_1 7.0%, a211oi_1 4.8%"
  ys_warn_count: 0
route:
  drc: 0
  ant_nets: 0
  wl_per_cell_microns: 15.3
  vias: 7994
  routed_wl_mm: 25.0
  drtIter0Drc: 433
  drt_first_pass_iters: 4
  vias_per_cell: 4.88
floorplan:
  die_h_microns: 160
  die-area_sq_um: 25700
  die_x_microns: 160
  fp_util_pct: 41.0
  core-area_sq_um: 24500
  rows: 57
  io_pins: 361
placement:
  post-dp-hpwl_mm: 17.3
  port_buffers: 251
  dp.cells: 1605
  place_congestion: 0.902
grt:
  grt_max_degree: 79
  antenna_found_initial: 0
  grt_pass1_wl_mm: 38.6
  first_global_vias: 7021
  grt_util_all_layers_pct: 19.2
  grt_overflow: 0
pwr:
  ir_worst_vdd_uv: 26.5
  power_density_nw_per_um2: 30.3
  total_leakage_power_nw: 4.51
finish:
  register_area_sq_um: 3160
  fillers: 2259
  area_growth_pct: 24.8
  layout-drive-gt1-share_pct: 3.73
  stdcell_count: 1638
  logic_area_sq_um: 5760
sta:
  final.period_utilization_pct: 49.5
  skew_ns: 0.0136
  hold_viol: 0
  max_slew_margin_pct: 45.1
  tightest_slew_ns: 0.824
  finalCriticalPeriod_ns: 20.16
  final.setup.tns_ns: 0
  rsz0062_at_grt: "false"
  slew_viol_final: 0
  setup_viol: 0
  clock.fmax_mhz: 49.6
worst_hold_path:
  hold_class: "reg -> reg"
  min-delay-start: "data[4]"
clock_network:
  cts.path.max_buffers: 2
  cts_resized: 0
  cts_tree: "done"
  cts_inserted_buffers: 17
  cts_hold_buf: 0
  path_clk_slew_ns: 0.06
  clock.latency.late_pin_ns: 0.42
  root_buffer: "clkbuf_16"
  cts_setup_buffers: 0
  cts_sinks: 158
  htreeDepth: 4
critical_path:
  r2r_slack_ns: 36.21
  r2r_end: "data[1]"
  crit_path_max_fanout: 49
  r2r_cells: 9
  crit_type: "in -> out"
  crit_start: "proc2Icache_addr[30]"
  rr_startpoint: "tag[8]"
  end_kind: "primary output"
  crit_end: "Icache2proc_data[5]"
  start_kind: "primary input"
  crit_required_ns: 32.56
  arrival_ns: 12.02
job:
  max_cap_viol_count: 0
  warning_count: 31
run_status:
  status: "finished, final reports clean"
==> sequential cells by signal, summed over array words and instances, names as in the netlist <==
name     count
tag         28
valid        1
pending      1
data       128
==> through the flow <==
stage | hold WS, ns | setup WS [ns] | cell area [sq um] | total power [W] | utilization [%]
2_1_floorplan | 0.452 | 22.72 | 10400 | 0.000197 | -
3_3_place_gp | 0.466 | 20.48 | 11900 | 0.000225 | 48.8
3_5_place_dp | 0.474 | 20.51 | 11900 | 0.000225 | 48.8
4_1_cts | 0.491 | 20.50 | 12500 | 0.000384 | 51.1
5_1_grt | 0.505 | 20.21 | 12500 | 0.000396 | 51.1
6_report | 0.489 | 20.54 | 12500 | 0.000379 | 51.1
==> cells by family (layout without fill, tap and decap cells) <==
kind of cell | count (synthesis) | count (layout) | share of synthesized area [%]
simple gates | 351 | 351 | 17.3
other cells | 2 | 104 | 0.0749
flops | 158 | 158 | 31.6
buf+inv | 224 | 296 | 15.0
compound gates | 167 | 167 | 13.0
xor+xnor | 53 | 53 | 4.63
mux | 185 | 185 | 18.5
==> cells in the final DEF (no fill, tap or decap), drive strengths merged, types with 48 or more instances in the layout <==
cell type / netlist / layout
a211o: 48 / 48
a211oi: 64 / 64
clkdlybuf4s50: 0 / 248
conb: 2 / 103
dfxtp: 158 / 158
mux2i: 185 / 185
nand2: 71 / 71
nor2: 117 / 117
nor2b: 112 / 112
==> worst max-delay path: stages <==
cell and delay, ns:
clkdlybuf4s50_1 0.54, xnor2_1 0.16, nand4_1 0.11, nor4_1 0.56, and4_4 0.82, buf_4 0.64
mux2i_1 0.22, a211oi_1 0.27, clkdlybuf4s50_1 0.52
==> per-layer routing <==
metal | share of wire [%] | up-vias | wire length (microns) | GRT usage (%)
li1 | - | 4093 | - | -
met1 | 47 | 3702 | 11900 | 28.9
met2 | 46 | 191 | 11600 | 30.1
met3 | 5.5 | 8 | 1370 | 4.06
met4 | 0.72 | 0 | 180 | 1.34
met5 | 0 | - | 0 | 0
==> where the power goes <==
group / internal, W / total, W / switching, W
Sequential: 0.000156 / 0.000159 / 0.00000211
Combinational: 0.0000363 / 0.0000625 / 0.0000262
Clock: 0.0000868 / 0.000158 / 0.0000710
==> layout make-up <==
class	count	share of cell area (%)
multi-input combinational	859	46.1
sequential	158	25.3
timing repair buffer	261	20.7
clock buffer	18	3.43
tap	324	3.24
clock inverter	14	1.19
inverter	3	0.0900
antenna	1	0.0200
==> worst min-delay path by stage <==
stage / endpoint / cells past startpoint
after CTS: data[29] / 2
after global routing: data[29] / 2
final: data[4] / 2
Power figures rest on the tool's default switching activity, not on a simulated workload.
